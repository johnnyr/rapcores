[run.sh]
#!/bin/bash
# OpenROAD 26Q1-2900-gdf79404cd8, Yosys 0.63+post, stock flow scripts
make -C /OpenROAD-flow-scripts/flow DESIGN_CONFIG=/design/flow/config.mk WORK_HOME=/design/flow/orfs finish
[config.mk]
export PLATFORM = sky130hd
export DESIGN_NAME = dda_timer
export DESIGN_NICKNAME = dda_timer
export VERILOG_FILES = /design/flow/design.v
export SDC_FILE = /design/flow/constraint.sdc
export NUM_CORES = 4
export LEC_CHECK = 1
export CORE_UTILIZATION = 40
[constraint.sdc]
current_design dda_timer

set clk_period 24.9
set clk_io_pct 0.2

create_clock -name clk0 -period $clk_period [get_ports {CLK}]

set non_clock_inputs [all_inputs -no_clocks]
set_input_delay [expr $clk_period * $clk_io_pct] -clock clk0 $non_clock_inputs
set_output_delay [expr $clk_period * $clk_io_pct] -clock clk0 [all_outputs]
[design.v]
`default_nettype none
module dda_timer #(parameter dda_bits = 64,
  parameter phase_angle_bits = 10,
  parameter step_encoder_bits = 24
  )
(
  input resetn,
  input signed [dda_bits-1:0] increment,
  input signed [dda_bits-1:0] incrementincrement,
  input  loading_move,
  input  executing_move,
  output signed [phase_angle_bits-1:0] phase_angle,
  output signed [step_encoder_bits-1:0] step_encoder,
  output wire [dda_bits-2:0] substep_accumulator,  
  input dda_tick,
  input CLK
);
  reg signed [step_encoder_bits+dda_bits-2:0] accumulator;
  assign substep_accumulator = accumulator[dda_bits-2:0];
  assign phase_angle = accumulator[dda_bits+phase_angle_bits-2:dda_bits-1];
  assign step_encoder = accumulator[step_encoder_bits+dda_bits-2:dda_bits-1];
  reg signed [dda_bits-1:0] increment_r;
  wire dda_tick_rising;
  rising_edge_detector dda_rising (.clk(CLK), .in(dda_tick), .out(dda_tick_rising));
  always @(posedge CLK) if (!resetn) begin
    accumulator <= 0;
    increment_r <= {dda_bits{1'b0}};
  end else if (resetn) begin
    if (loading_move) begin
      increment_r <= increment;
    end
    if(dda_tick_rising && executing_move) begin
      increment_r <= increment_r + incrementincrement;
      accumulator <= accumulator + increment_r;
    end
  end
endmodule
module rising_edge_detector ( 
  input clk,
  input in,
  output out
);
  reg in_q;
  always @(posedge clk) begin
    in_q <= in;
  end
  assign out = !in_q && in;
endmodule
module falling_edge_detector ( 
  input clk,
  input in,
  output out
);
  reg in_q;
  always @(posedge clk) begin
    in_q <= in;
  end
  assign out = in_q && !in;
endmodule
module rising_edge_detector_tribuf ( 
  input clk,
  input in,
  output out
);
  reg [2:0] in_q;
  always @(posedge clk) begin
    in_q <= {in_q[1:0], in};
  end
  assign out = (in_q[2:1] == 2'b01);
endmodule
module falling_edge_detector_tribuf ( 
  input clk,
  input in,
  output out
);
  reg [2:0] in_q;
  always @(posedge clk) begin
    in_q <= {in_q[1:0], in};
  end
  assign out = (in_q[2:1] == 2'b10);
endmodule
==> flow_summary.yaml <==
# flow metrics
outcome:
  status: "complete, no violations"
final_timing:
  worst_pin_slew_ns: 0.951
  timing_hold_violations_final: 0
  period_minus_slack_ns: 8.34
  final.setup_skew_ns: 0.0106
  hold-worst-slack_ns: 0.471
  grt_setup_unrepaired: "no"
  timing.max_slew.rel_slack_pct: 36.6
  final-max-slew-violation-count: 0
  setup_viol_count_final: 0
  fin_setup_tns_ns: 0
  post-route-period-util_pct: 33.5
  clock.fmax_ghz: 0.120
clocking:
  cts-resized-gates: 0
  buffer_depth_of_the_longest_clock_path: 2
  clk_root_buffer_cell: "sky130_fd_sc_hd__clkbuf_16"
  clk_pin_slew_ns: 0.06
  cts_tree: "yes"
  cts_setup_buffers: 0
  ctsHtreeMaxLevel: 4
  num_clock_sinks: 152
  hold_buffers: 0
  numCtsBuffers: 17
  clkLatencyLatePin_ns: 0.45
logic_synthesis:
  top_cell_area_share_pct: 20.5
  post_synth_inst_count: 1998
  yosysChipArea_sq_mm: 0.0148
  synth-cells-yosys: 1998
  syn-cell-area_sq_mm: 0.0148
  ys.warnings.count: 2
  ys_types: 79
  synth-seq-cells: 152
  edf_count: 0
  post_synth.cell_area_avg_sq_um: 7.43
  synth_sequential_area_ratio_pct: 20.5
  ys_top_cells_by_area: "sky130_fd_sc_hd__dfxtp_1 21%, sky130_fd_sc_hd__ha_1 13%, sky130_fd_sc_hd__a21oi_1 8.6%, sky130_fd_sc_hd__nand2_1 6.4%, sky130_fd_sc_hd__xnor2_1 4.9%"
  largest_area_cell: "sky130_fd_sc_hd__dfxtp_1"
  ys_async_sr_fraction_pct: 0
  dominantRegCellSynth: "sky130_fd_sc_hd__dfxtp_1"
floorplan:
  die.size.y_um: 195
  boundaryPins: 230
  die-area_sq_mm: 0.0379
  floorplanUtilization_pct: 40.6
  die_w_um: 195
  design.core.area_sq_mm: 0.0365
  num_rows: 70
worst_setup_path:
  critical_path_required_ns: 25.23
  critical_path.endpoint_type: "flop"
  startpoint_type: "input port"
  peak_fanout_along_the_critical_path: 4
  worstSetupPathType: "in2reg"
  crit_arrival_ns: 8.67
flow_run:
  log.warning_count: 25
  drv_cap: 0
place:
  dpl.hpwl_um: 40500
  globalplace.congestion: 0.965
  port-buffer-count: 229
power_and_ir_drop:
  powerDensity_mw_per_mm2: 46.0
  power.static_leakage_nw: 7.54
  p_total_mw: 0.826
  vdd_drop_max_uv: 54.6
grt:
  grt_start_max_net_pins: 67
  grt_overflow: 0
  initial_antenna_violation_count: 0
  grt.total_usage_pct: 27.9
  via_count_of_the_first_global_routing_pass: 14400
  first_pass_grt_wire_length_um: 81800
route:
  antenna_cells: 0
  route.vias.total: 15100
  wl_um: 51400
  final_routed_wire_length_divided_by_cell_count_um: 19.6
  drt_iter0_drc: 1027
  drt_drc_violations_left: 0
  route.antenna.remaining_nets: 0
  drt_pre_antenna_iters: 6
  vias_per_cell: 5.77
layout:
  final_layout_top_logic_cell: "sky130_fd_sc_hd__a21oi_1"
  ff_latch_area_sq_mm: 0.00304
  area_delta_synth_final_pct: 21.1
  multiInputGateArea_sq_mm: 0.0110
  final.fill_count: 3543
  layout_cells_sized_above_1_pct: 4.18
  lay_top_cells: "256 x sky130_fd_sc_hd__a21oi_1, 253 x sky130_fd_sc_hd__nand2_1, 228 x sky130_fd_sc_hd__clkdlybuf4s50_1, 152 x sky130_fd_sc_hd__dfxtp_1, 149 x sky130_fd_sc_hd__ha_1"
worst_hold_path:
  worst_hold_path_type: "reg2reg"
metal layers:
metal | part of all wire (%) | vias up | GRT usage (%)
met5 | 0 | - | 0
met4 | 2.0 | 0 | 4.67
met3 | 6.0 | 41 | 3.91
met2 | 42 | 481 | 40.5
met1 | 50 | 7001 | 44.8
li1 | - | 7598 | -
area by class of cell:
class                           instances  share of cell area (%)
Clock buffer                           22                    2.64
Tap cell                              468                    3.26
Sequential cell                       152                    16.9
Clock inverter                         10                    1.06
Timing Repair Buffer                  245                    13.4
Inverter                               64                    1.34
Multi-Input combinational cell       1660                    61.3
per-stage QoR:
stage / instances / area [sq um] / utilization (%) / worst slack [ns]
4_1_cts: 2621 / 18000 / 49.2 / 16.62
5_1_grt: 2621 / 18000 / 49.2 / 16.27
3_5_place_dp: 2589 / 17300 / 47.4 / 16.17
6_report: 2621 / 18000 / 49.2 / 16.56
2_1_floorplan: 1998 / 14800 / - / 17.30
3_3_place_gp: 2589 / 17300 / 47.4 / 16.24
Yosys cell counts (all sizes together) (11+ instances only):
cell type,instances
a21oi,256
nand2,253
dfxtp,152
o21ai,150
ha,149
nor2,133
a21o,88
xnor2,83
clkbuf,82
inv,64
a211oi,62
xor2,55
nand4,54
mux2i,46
o21bai,45
buf,40
nor3,34
a31oi,27
nand3,20
o21a,16
a21boi,14
mux2,13
and2,12
nor2b,11
worst max-delay path, cell delays in order:
cell	delay (ns)
sky130_fd_sc_hd__clkdlybuf4s50_1	0.45
sky130_fd_sc_hd__ha_1	0.30
sky130_fd_sc_hd__a21o_1	0.15
sky130_fd_sc_hd__a21oi_1	0.35
sky130_fd_sc_hd__o21ai_1	0.11
sky130_fd_sc_hd__a21oi_1	0.31
sky130_fd_sc_hd__o21ai_1	0.25
sky130_fd_sc_hd__a21oi_1	0.44
sky130_fd_sc_hd__o21ai_1	0.23
sky130_fd_sc_hd__a41oi_1	0.38
sky130_fd_sc_hd__o21ai_0	0.15
sky130_fd_sc_hd__and3_1	0.20
sky130_fd_sc_hd__a2111oi_0	0.34
cells by family after synthesis:
family          Yosys count  synth area share, %
buf+inv                 186                 5.32
mux                      59                 4.09
xor+xnor                138                 8.15
simple gates            570                 17.4
compound gates          742                 31.7
flops                   152                 20.5
fa+ha+maj               151                 12.8
path summary, 6_finish.rpt:
path,slack (ns),from,to,cells past startpoint
setup / recovery,16.56,incrementincrement[1],increment_r[33]$_SDFFE_PN0P_,13
hold / removal,0.47,accumulator[86]$_SDFFE_PN0P_,accumulator[86]$_SDFFE_PN0P_,2
setup reg to reg,20.80,increment_r[15]$_SDFFE_PN0P_,accumulator[73]$_SDFFE_PN0P_,13
hold reg to reg,0.47,accumulator[86]$_SDFFE_PN0P_,accumulator[86]$_SDFFE_PN0P_,2
sequential cells by signal, summed over array words and instances (netlist names):
signal	count
dda_rising.in_q	1
increment_r	64
accumulator	87
power by group:
group	internal [mW]	switching [mW]
registers	0.256	0.0172
clock network	0.187	0.113
logic	0.110	0.143
total	0.552	0.273
No activity file was given, so power comes from the tool's default toggle rates.
