==> flow/design.v <==
`default_nettype none
module quad_enc #(
    parameter encbits = 64,
    parameter enable_velocity = 1,
    parameter velocity_bits = 32
  )(
  input wire resetn,
  input wire  clk,
  input wire  a,
  input wire  b,
  output reg faultn,
  output reg signed [encbits-1:0] count,
  output reg signed [velocity_bits-1:0] velocity,
  output reg signed [velocity_bits-1:0] velocity_counter
  );
  reg [2:0] a_stable, b_stable, i_stable;   
  wire step_a = a_stable[1] ^ a_stable[2];   
  wire step_b = b_stable[1] ^ b_stable[2];   
  wire step = step_a ^ step_b;   
  wire direction = a_stable[1] ^ b_stable[2];   
  always @(posedge clk) begin
    if (!resetn) begin
      count <= 0;   
      velocity <= 0;
      velocity_counter <= 0;
      faultn <= 1'b1;  
      a_stable <= 3'b0;
      b_stable <= 3'b0;
    end
    else begin
      a_stable <= {a_stable[1:0], a};   
      b_stable <= {b_stable[1:0], b};   
      velocity_counter <= velocity_counter + 1'b1;
      if (step_a & step_b)   
        faultn <= 0;
      if (step) begin
        if (direction) begin
          count <= count + 1'b1;
          velocity <= velocity_counter;
        end
        else begin
          count <= count - 1'b1;
          velocity <= -velocity_counter;
        end
        velocity_counter <= 0;
      end
    end
  end
endmodule
==> flow/run.sh <==
#!/bin/bash
# OpenROAD 26Q1-2900-gdf79404cd8, Yosys 0.63+post, stock flow scripts
make -C /OpenROAD-flow-scripts/flow DESIGN_CONFIG=/design/flow/config.mk WORK_HOME=/design/flow/orfs finish
==> flow/config.mk <==
export PLATFORM = sky130hd
export DESIGN_NAME = quad_enc
export DESIGN_NICKNAME = quad_enc
export VERILOG_FILES = /design/flow/design.v
export SDC_FILE = /design/flow/constraint.sdc
export NUM_CORES = 4
export LEC_CHECK = 1
export CORE_UTILIZATION = 50
==> flow/constraint.sdc <==
current_design quad_enc

set clk_period 25.9
set clk_io_pct 0.2

create_clock -name clk0 -period $clk_period [get_ports {clk}]

set non_clock_inputs [all_inputs -no_clocks]
set_input_delay [expr $clk_period * $clk_io_pct] -clock clk0 $non_clock_inputs
set_output_delay [expr $clk_period * $clk_io_pct] -clock clk0 [all_outputs]
==> impl_metrics.csv <==
group,metric,value,unit
place,place.port_buffers,132,
logic_synthesis,netlist.top_cell.by_instances,"sky130_fd_sc_hd__nor2_1",
timing,setup_total_negative_slack,0,ns
job,drv.max_cap_violation_count,0,
timing,fin_worst_skew,0.0111,ns
logic_synthesis,ys_cells,1308,
logic_synthesis,netlist_instances,1308,
logic_synthesis,yosys.cell_types.count,80,
routing,postRouteWirelength,29600,um
logic_synthesis,yosys_area,0.00965,sq mm
grt,global_route_wire_length_before_repair,47300,um
grt,grt_max_degree,66,
die,fp_util,0.512,
logic_synthesis,largest_cells_by_area_after_synthesis,"sky130_fd_sc_hd__dfxtp_1 28%, sky130_fd_sc_hd__nor2_1 7.2%, sky130_fd_sc_hd__mux2i_1 4.9%",
logic_synthesis,count_of_state_elements_after_synthesis,135,
die,num_io_pins,133,
timing,part_of_the_cycle_the_worst_path_needs,0.267,
setup_path,timing.critical_path.max_delay_family,"buffers and inverters",
logic_synthesis,synthTopCellsByCount,"186 x sky130_fd_sc_hd__nor2_1, 135 x sky130_fd_sc_hd__dfxtp_1, 113 x sky130_fd_sc_hd__nand2_1, 90 x sky130_fd_sc_hd__clkbuf_1, 71 x sky130_fd_sc_hd__o21ai_0",
die,chip_area,0.0199,sq mm
routing,ant_nets,0,
setup_path,critPathRequiredTime,26.21,ns
pwr,total_leakage_power,4.19,nW
grt,antenna_violations_before_repair,0,
routing,num_vias,9883,
timing,setup_violations,0,
setup_path,data_arrival_time_at_the_worst_slack_endpoint,7.24,ns
setup_path,worst_path_max_delay_cell,"sky130_fd_sc_hd__buf_4",
setup_path,critical_path.cell_chain,"buf_2 > buf_4 > inv_2 > buf_4 > or3_1 > mux2i_1 > a31oi_1 > o311ai_0",
setup_path,crit_path_frequent_cell,"sky130_fd_sc_hd__buf_4",
clock_tree,cts.repair.resized,0,
clock_tree,post_cts_buffers,0,
clock_tree,ctsHtreeMaxLevel,4,
logic_synthesis,synth_area,0.00965,sq mm
worst_hold_path,min-delay-path-class,"reg2reg",
cells_and_area,final_area,0.0115,sq mm
clock_tree,cts_max_path_buffers,2,
logic_synthesis,syn_area_per_cell,7.38,sq um
logic_synthesis,synth_top_flop_cell,"sky130_fd_sc_hd__dfxtp_1",
setup_path,endpoint_kind,"register",
cells_and_area,drive_gt1_frac,0.0614,
routing,detailedRoute.firstIterationViolations,828,
logic_synthesis,synthesis.yosys.warnings,1,
logic_synthesis,post-synth-top-area-cell,"sky130_fd_sc_hd__dfxtp_1",
setup_path,crit_type,"in2reg",
clock_tree,numClockSinks,135,
logic_synthesis,synth_largest_type_area_fraction,0.280,
place,place.gp.congestion,0.969,
die,core-area,0.0188,sq mm
clock_tree,cts_hold_buffers,0,
timing,maxSlewHeadroom,0.430,
clock_tree,root_buffer,"sky130_fd_sc_hd__clkbuf_16",
timing,slew_viol_final,0,
clock_tree,clock_tree_from_tritoncts,"built",
cells_and_area,fill_cells,1710,
setup_path,max_stage_delay,0.54,ns
pwr,power.density_cell_area,135,mW/mm^2
die,die_width,141,um
pwr,vdd.ir_drop.worst,0.0714,mV
place,hpwl_after_detailed_placement,20200,um
setup_path,critical_path.max_fanout,65,
setup_path,setup.worst_path.start_class,"input pin",
routing,route.detailed.drc,0,
job,log.warning_count,27,
logic_synthesis,synthArstFlopShare,0,
grt,grt_pass1_vias,8756,
routing,wl_per_cell,18.2,um
timing,achievable-frequency,0.144,GHz
setup_path,path_buffers,4,
clock_tree,clk_transition_reported_paths,0.06,ns
routing,drt_first_pass_iters,5,
die,floorplan.rows,50,
grt,grtUsageTotal,0.306,
timing,rsz0062_at_grt,"false",
timing,finalCriticalPeriod,6.93,ns
logic_synthesis,postSynthSeqShare,0.280,
logic_synthesis,edf_count,0,
status,outcome,"completed",
timing,timing_hold_violations_final,0,
cells_and_area,synthToLayoutAreaGrowth,19.3,%
die,height_of_the_chip,141,um
clock_tree,clock.latency.late_pin,0.42,ns
routing,n_antenna_cell,0,
routing,drt-vias-per-instance,6.07,
clock_tree,cts_inserted_buffers,17,
place,placement.cell_area,0.0109,sq mm
timing,max_slew.worst_pin.slew,0.847,ns
grt,global_route.overflow_total,0,
-- layer usage --
metal	up-vias	track usage	wire (um)
li1	4843	-	-
met1	4565	0.475	13600
met2	428	0.454	12900
met3	47	0.0578	2470
met4	0	0.0572	563
met5	-	0	0
-- registers in the layout (all words and copies together), names as in the netlist --
name,count
velocity_counter,32
count,64
velocity,32
faultn,1
a_stable,3
b_stable,3
-- final cells by class --
class / count / area (sq um) / share of cell area
Clock buffer: 18 / 429 / 0.0373
Clock inverter: 14 / 164 / 0.0142
Inverter: 14 / 52.6 / 0.00457
Multi-Input combinational cell: 1043 / 6430 / 0.559
Sequential cell: 135 / 2700 / 0.235
Tap cell: 260 / 325 / 0.0283
Timing Repair Buffer: 143 / 1400 / 0.122
-- per-stage QoR --
step                      setup WS (ns)  total power, mW  instances   util  hold slack, ns
after floorplan                   19.60            0.989       1308      -           0.412
after global placement            18.61             1.27       1595  0.580           0.419
after detailed placement          18.54             1.27       1595  0.580           0.418
after CTS                         18.96             1.53       1627  0.611           0.433
after global routing              18.73             1.66       1627  0.611           0.441
final                             18.97             1.55       1627  0.611           0.431
-- layout by cell type, fill, tap and decap left out, drive strengths merged, types with 45 or more instances in the layout --
cell type and n:
nand3 60, xor2 54, nor4 46, a21oi 45, dfxtp 135, mux2i 47
o21ai 77, clkdlybuf4s50 131, nand2 113, nor2 186
-- path summary, 6_finish.rpt --
kind                                   from          end  slack (ns)  cells past startpoint
worst max-delay path                 resetn    count[43]       18.97                      8
worst min-delay path            b_stable[0]  b_stable[1]        0.43                      1
worst max register to register  b_stable[2]    count[44]       21.73                     11
worst min register to register  b_stable[0]  b_stable[1]        0.43                      1
-- power breakdown --
part           switching [mW]  leakage (nW)  internal, mW
clock                   0.107         0.286         0.145
sequential              0.116          1.10         0.251
combinational           0.527          2.80         0.404
total                   0.749          4.19         0.800
-- logic make-up (layout without fill, tap and decap cells) --
| logic type | count (synthesis) | count (layout) | synth area share |
|---|---|---|---|
| and+or+nand+nor | 647 | 647 | 0.343 |
| muxes | 55 | 55 | 0.0581 |
| AOI/OAI and AO/OA | 240 | 240 | 0.168 |
| DFF | 135 | 135 | 0.280 |
| xor gates and xnor gates | 97 | 97 | 0.0888 |
| adders and majority gates | 4 | 4 | 0.00519 |
| buffers and inverters | 130 | 189 | 0.0560 |
Power figures rest on the tool's default switching activity, not on a simulated workload.
